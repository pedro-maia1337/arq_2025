==> design.v <==
module mealy_1101 ( y, x, clk, reset );
    output y;
    input x;
    input clk;
    input reset;
    reg y;
    parameter  
        start = 2'b00,
        id1 = 2'b01,
        id11 = 2'b11,
        id110 = 2'b10;
    reg [1:0] E1; 
    reg [1:0] E2; 
    always @( x or E1 )
    begin
        y = 0;
        case ( E1 )
        start:
            if ( x )
                E2 = id1;
            else
                E2 = start;
                id1:
            if ( x )
                E2 = id11;
            else
            E2 = start;
            id11:
            if ( x )
                E2 = id11;
            else
                E2 = id110;
                id110:
            if ( x )
                begin
                    E2 = id1;
                    y = 1;
                end
            else
                begin
                    E2 = start;
                    y = 0;
                end
            default:  
                E2 = 2'bxx;
        endcase
    end  
    always @( posedge clk or negedge reset )
        begin
            if ( reset )
                E1 = E2;  
            else
                E1 = 0;  
        end  
endmodule  
==> constraint.sdc <==
current_design mealy_1101

set clk_period 1.4
set clk_io_pct 0.2

create_clock -name clk0 -period $clk_period [get_ports {clk}]

set non_clock_inputs [all_inputs -no_clocks]
set_input_delay [expr $clk_period * $clk_io_pct] -clock clk0 $non_clock_inputs
set_output_delay [expr $clk_period * $clk_io_pct] -clock clk0 [all_outputs]
==> config.mk <==
export PLATFORM = sky130hd
export DESIGN_NAME = mealy_1101
export DESIGN_NICKNAME = mealy_1101
export VERILOG_FILES = /design/flow/design.v
export SDC_FILE = /design/flow/constraint.sdc
export NUM_CORES = 4
export LEC_CHECK = 1
export CORE_AREA = 10 10 70 70
export DIE_AREA = 0 0 80 80
==> run.sh <==
#!/bin/bash
# OpenROAD 26Q1-2900-gdf79404cd8, Yosys 0.63+post, stock flow scripts
make -C /OpenROAD-flow-scripts/flow DESIGN_CONFIG=/design/flow/config.mk WORK_HOME=/design/flow/orfs finish
==> results_slide.txt <==
Synthesis and Place & Route Summary

Outcome
  • Outcome: completed

Power
  • Internal power: 0.249 mW
  • Leakage power: 0.108 nW
  • Clock share of power: 0.497
  • Worst VDD drop: 157 uV
  • Switching fraction of total power: 0.203
  • Register share of total power: 0.422
  • Power Density: roughly 1200 mW/mm^2
  • Psw: 0.0634 mW
  • Logic pwr share: 0.080

Synthesis
  • Post-synth ARST share: 1.00
  • Most common cell in the netlist: dfrtp_1
  • Top cells by area: dfrtp_1 55%, dfstp_2 19%, o21a_1 11%
  • Most frequent cells after synthesis: 3 x dfrtp_1, 2 x o21a_1
  • Post-synth regs: 4
  • EDFF count, synth: 0
  • Synth warn: 1
  • Post-Synthesis Cell Area: between 100 and 150 sq um
  • Yosys cell count: 10
  • Synthesized instance count: 10
  • Area share of the largest cell type after synthesis: 0.545
  • Post-synth top area cell: dfrtp_1
  • Post-synth seq share: 0.736
  • Commonest register cell after synthesis: dfrtp_1
  • Distinct lib cells: 7
  • Chip Area, Yosys: 138 sq um
  • Average size of a mapped cell: 13.8 sq um

Placement
  • Gpl congestion: 0.721
  • Setup Slack @ Placement: -0.206 ns
  • Cells after DPL: ~60
  • Dpl cell area: 233 sq um
  • PortBufs: 3

Cells and area
  • Layout area overhead: 93.6%
  • Utilization after layout: 0.0780
  • Max reg flops: 4
  • Fin area: 267 sq um
  • Non-filler cells, final: approximately 66
  • Fraction of final layout cells sized beyond drive strength 1: 0.316

Drt
  • Number of DRC markers in iteration 0: 4
  • Post-DR wirelength/cell: 4.68 um
  • Vias per std cell: 1.56
  • Routed wire length: between 300 and 400 um
  • Drt first pass iters: 2
  • Via Count: 103
  • Detailed-route DRC error count: 0
  • DRT antenna net count: 0

Setup path
  • Worst-path fanout max: 2
  • R2R setup slack: ~0.54 ns
  • R2r startpoint: E1[1]
  • Reg-to-Reg End: E1[0]
  • WS Path Type: reg2out
  • Worst path required time: 1.12 ns
  • Critical Path End Type: output port
  • Worst setup SP type: flop
  • Reg2Reg Depth: 3
  • Arr. time, crit path: roughly 0.95 ns

Final timing
  • RSZ-0062 raised after global routing: false
  • Final hold vios: 0
  • Measured slew at the worst slew-check pin: 0.219 ns
  • Minimum clock period: between 1 and 1.5 ns
  • Worst rel slew slack: 0.853
  • Final Max Slew Viols: 0
  • Tcrit/Tclk final: 0.877
  • Final setup viols: 0
  • Fmax achieved: between 800 and 900 MHz
  • Post-route worst setup slack: 0.172 ns
  • Setup TNS: 0 ns
  • Final clock skew: 0.00538 ns

Clocking
  • CTS tree: built
  • Clock sinks: 4
  • Clk root buf: clkbuf_4
  • CTS max path bufs: 2
  • H-Tree Depth: 1
  • Late-Pin Clk Latency: approximately 0.24 ns
  • Hold buffers post-CTS: 0
  • CTS Buf Count: 3
  • Clock-pin slew on the worst setup and hold paths: around 0.040 ns

Global routing
  • GRT Util Overall: 0.0125
  • Vias in the first global route: 130
  • Initial antenna violation count: 1
  • Largest net degree at the start of global routing: 5
  • Grt total ovfl: 0
  • First-pass GRT wire length: 558 um

Die
  • Core utilization at floorplan: 0.0403
  • Chip Width: 80 um
  • Core area: between 0.003 and 0.004 sq mm
  • Rows: 21
  • Die area: 0.00640 sq mm
  • Die Y: 80 um
  • IO Count: 4

Flow run
  • Tool warnings: 25
  • Max-Cap Viols: 0

Min path
  • Worst Hold Class: in2async
==> worst max-delay path, stage by stage (launching register included) <==
cell and delay [ns]:
dfrtp_1 0.36, and2_1 0.13, dlygate4sd2_1 0.23
==> area by class of cell <==
cell class	instances	area [sq um]
antenna	1	2.50
clock buffer	4	26.3
fill	405	3150
multi-input combinational	6	36.3
sequential	4	101
tap	46	57.6
timing repair buffer	5	42.5
==> timing repair <==
item                       in CTS  in global routing
setup buffers                   1                  0
setup endpoints to repair       1                  0
gates resized                   2                  0
==> power by group through the flow <==
| stage | registers [mW] | clock network [mW] | logic [mW] |
|---|---|---|---|
| 6_report | 0.132 | 0.156 | 0.0251 |
| 5_1_grt | 0.134 | 0.174 | 0.0283 |
| 4_1_cts | 0.132 | 0.166 | 0.0250 |
==> metrics by stage <==
stage          power (mW)  hold WS [ns]
2_1_floorplan       0.142       -0.0156
3_3_place_gp        0.155         0.460
3_5_place_dp        0.158         0.478
4_1_cts             0.323         0.237
5_1_grt             0.336         0.247
6_report            0.313         0.242
==> how the worst max path moves through the flow <==
stage     startpoint  endpoint  slack, ns  depth (start not counted)
6_report       E1[1]         y       0.17                          2
5_1_grt        E1[1]         y       0.13                          2
4_1_cts        E1[1]         y       0.15                          2
==> layer usage <==
layer / vias up / part of all wire / track usage
met5: - / 0 / 0
met2: 6 / 0.37 / 0.0136
met3: 0 / 0.28 / 0.0205
met1: 44 / 0.34 / 0.0107
met4: 0 / 0 / 0.00528
li1: 53 / - / -
==> placed cells by master, fill, tap and decap left out, drive strengths merged <==
cell           netlist  final
clkbuf               0      4
clkdlybuf4s50        0      1
buf                  0      2
and2                 1      1
nor2                 1      1
nor3                 1      1
dlygate4sd2          0      2
dfrtp                3      3
dfstp                1      1
o21a                 2      2
diode                0      1
nor2b                1      1
==> cell families after synthesis <==
family | Yosys count | synth area share
AND-OR/OR-AND | 2 | 0.109
flip-flops | 4 | 0.736
AND/OR/NAND/NOR | 4 | 0.155
Power figures rest on the tool's default switching activity, not on a simulated workload.
